==> flow/design.v <==
`timescale 1ns / 1ps
module digits(
    input clk,
    input reset,
    input [5:0] seconds, minutes,
    output reg [3:0] ones,
    output reg [3:0] tens,
    output reg [3:0] hundreds,
    output reg [3:0] thousands
    );
    always @(posedge clk or posedge reset)
    begin
        if (reset) begin
            ones <= 0;
            tens <= 0;
            hundreds <= 0;
            thousands <= 0;
        end 
        else begin
            ones <= seconds % 10;
            tens <= seconds / 10;
            hundreds <= minutes % 10;
            thousands <= minutes / 10;
        end
    end
endmodule
`timescale 1ns / 1ps
module seven_seg(
    input clk_100MHz,
    input reset,
    input [3:0] ones,
    input [3:0] tens,
    input [3:0] hundreds,
    input [3:0] thousands,
    output reg [0:6] seg,        
    output reg [3:0] digit       
    );
    parameter ZERO  = 7'b000_0001;   
    parameter ONE   = 7'b100_1111;   
    parameter TWO   = 7'b001_0010;   
    parameter THREE = 7'b000_0110;   
    parameter FOUR  = 7'b100_1100;   
    parameter FIVE  = 7'b010_0100;   
    parameter SIX   = 7'b010_0000;   
    parameter SEVEN = 7'b000_1111;   
    parameter EIGHT = 7'b000_0000;   
    parameter NINE  = 7'b000_0100;   
    reg [1:0] digit_select;      
    reg [16:0] digit_timer;      
    always @(posedge clk_100MHz or posedge reset) begin
        if(reset) begin
            digit_select <= 0;
            digit_timer <= 0; 
        end
        else                                         
            if(digit_timer == 99_999) begin          
                digit_timer <= 0;                    
                digit_select <=  digit_select + 1;
            end
            else
                digit_timer <=  digit_timer + 1;
    end
    always @(digit_select) begin
        case(digit_select) 
            2'b00 : digit = 4'b1110;    
            2'b01 : digit = 4'b1101;    
            2'b10 : digit = 4'b1011;    
            2'b11 : digit = 4'b0111;    
        endcase
    end
    always @*
        case(digit_select)
            2'b00 : begin        
                        case(ones)
                            4'b0000 : seg = ZERO;
                            4'b0001 : seg = ONE;
                            4'b0010 : seg = TWO;
                            4'b0011 : seg = THREE;
                            4'b0100 : seg = FOUR;
                            4'b0101 : seg = FIVE;
                            4'b0110 : seg = SIX;
                            4'b0111 : seg = SEVEN;
                            4'b1000 : seg = EIGHT;
                            4'b1001 : seg = NINE;
                        endcase
                    end
            2'b01 : begin        
                        case(tens)
                            4'b0000 : seg = ZERO;
                            4'b0001 : seg = ONE;
                            4'b0010 : seg = TWO;
                            4'b0011 : seg = THREE;
                            4'b0100 : seg = FOUR;
                            4'b0101 : seg = FIVE;
                            4'b0110 : seg = SIX;
                            4'b0111 : seg = SEVEN;
                            4'b1000 : seg = EIGHT;
                            4'b1001 : seg = NINE;
                        endcase
                    end
            2'b10 : begin        
                        case(hundreds)
                            4'b0000 : seg = ZERO;
                            4'b0001 : seg = ONE;
                            4'b0010 : seg = TWO;
                            4'b0011 : seg = THREE;
                            4'b0100 : seg = FOUR;
                            4'b0101 : seg = FIVE;
                            4'b0110 : seg = SIX;
                            4'b0111 : seg = SEVEN;
                            4'b1000 : seg = EIGHT;
                            4'b1001 : seg = NINE;
                        endcase
                    end
            2'b11 : begin        
                        case(thousands)
                            4'b0000 : seg = ZERO;
                            4'b0001 : seg = ONE;
                            4'b0010 : seg = TWO;
                            4'b0011 : seg = THREE;
                            4'b0100 : seg = FOUR;
                            4'b0101 : seg = FIVE;
                            4'b0110 : seg = SIX;
                            4'b0111 : seg = SEVEN;
                            4'b1000 : seg = EIGHT;
                            4'b1001 : seg = NINE;
                        endcase
                    end
        endcase
endmodule
`timescale 1ns / 1ps
module watch_timer(input clk, reset, start, edit, edit_shift, inc, output [0:6] seg,output [3:0] digit,output reg shift_conf, edit_conf, start_conf);
initial shift_conf=0;
initial edit_conf=0;
initial start_conf=0;
reg edit_place;
reg [5:0] seconds,minutes;
wire [3:0] ones,tens,hundreds,thousands;
initial edit_place=1;
initial seconds=0;
initial minutes=0;
digits digits_1(clk,reset,seconds,minutes,ones,tens,hundreds,thousands);
seven_seg seven_seg_1(clk,reset,ones,tens,hundreds,thousands,seg,digit);
parameter e0 = 0;
parameter e1 = 1; 
parameter start_sig =2;
reg [1:0] state = e0, nstate = e0;   
 reg sclk=0;
 integer count=0;
 reg[31:0] scount=0;
 always @(posedge clk) begin
     if(count==49_999_999) begin
         count<=0;
         sclk<=~sclk;
     end 
     else count<=count+1;
 end
always @(posedge(clk) ) begin
	case(state)
	e0: begin
		if(reset == 1'b1) begin 
			if(scount<25_000_000)
                scount<=scount+1;
            else begin
                if(reset && scount==25_000_000) begin
                    seconds<=0;
                    minutes<=0;
                    scount<=scount+1;
                end
                else begin
                    seconds<=seconds;
                    minutes<=minutes;
                    scount<=scount+1;
                end
            end
		end
        else if(edit) begin
            if(scount<25_000_000)
                scount<=scount+1;
            else begin
                if(edit && scount==25_000_000) begin
                    nstate<=e1;
                    edit_conf<=1;
                    scount<=scount+1;
                end
                else begin
                    nstate<=nstate;
                    edit_conf<=1;
                    scount<=scount+1;
                end
            end
        end
        else if(start) begin
            if(scount<25_000_000)
                scount<=scount+1;
            else begin
                if(start && scount==25_000_000) begin
                    nstate<=start_sig;
                    start_conf<=1;
                    scount<=scount+1;
                end
                else begin
                    nstate<=nstate;
                    start_conf<=1;
                    scount<=scount+1;
                end
            end
        end	
        else begin
            scount<=0;
            edit_conf<=0;
            start_conf<=0;
            state<=nstate;
        end
	end
	start_sig: begin
		if(reset == 1'b1) begin 
            if(scount<25_000_000)
                scount<=scount+1;
            else begin
                if(reset && scount==25_000_000) begin
                    seconds<=0;
                    minutes<=0;
                    scount<=scount+1;
                end
                else begin
                    seconds<=seconds;
                    minutes<=minutes;
                    scount<=scount+1;
                end
            end
        end
        else if(start) begin
            if(scount<25_000_000)
                scount<=scount+1;
            else begin
                if(start && scount==25_000_000) begin 
                    nstate<=e0;
                    start_conf<=1;
                    scount<=scount+1;
                end
                else begin
                    nstate<=nstate;
                    start_conf<=1;
                    scount<=scount+1;
                end
            end
        end	
        else begin
            state<=nstate;
            start_conf<=0;
            scount<=0;
            if(sclk==1'b1 && count==0 && nstate==start_sig) begin  
                if(minutes>0) begin
                    if(seconds>0) 
                        seconds<=seconds-1;
                    else begin
                        minutes<=minutes-1;
                        seconds<=6'd59;
                    end
                end
                else begin
                    if(seconds==0) begin
                        seconds<=seconds;
                        minutes<=minutes;
                        state<=e0;
                    end
                    else
                        seconds<=seconds-1;
                end		
            end
        end
	end
	e1: begin
		if(reset == 1'b1) begin 
            if(scount<25_000_000)
                scount<=scount+1;
            else begin
                if(reset && scount==25_000_000) begin
                    seconds<=0;
                    minutes<=0;
                    scount<=scount+1;
                end
                else begin
                    seconds<=seconds;
                    minutes<=minutes;
                    scount<=scount+1;
                end
            end
        end
        else if(edit) begin
            if(scount<25_000_000)
                scount<=scount+1;
            else begin
                if(edit && scount==25_000_000) begin
                    scount<=scount+1;
                    edit_conf<=1;
                    nstate<=e0;
                end
                else begin
                    edit_conf<=1;
                    nstate<=nstate;
                    scount<=scount+1;
                end
            end
        end
        else if(edit_shift) begin
            if(scount<25_000_000)
                scount<=scount+1;
            else begin
                if(edit_shift && scount==25_000_000) begin
                    scount<=scount+1;
                    shift_conf<=1;
                    edit_place<=~edit_place;
                end
                else begin
                    shift_conf<=1;
                    edit_place<=edit_place;
                    scount<=scount+1;
                end
            end
        end
        else if(inc) begin
            if(scount<25_000_000)
                scount<=scount+1;
            else begin
                if(inc && scount==25_000_000) begin
                    scount<=scount+1;
                    if(edit_place) begin
                        if(minutes<60)
                            minutes<=minutes+1;
                        else
                            minutes<=0;
                    end 
                    else begin
                        if(seconds<59)
                            seconds<=seconds+1;
                        else
                            seconds<=0;
                    end
                end
                else begin
                    scount<=scount+1;
                    minutes<=minutes;
                    seconds<=seconds;
                end
            end
        end
        else begin
            scount<=0;
            edit_conf<=0;
            shift_conf<=0;
            state<=nstate;
        end
	end
	default: begin
		state<=e0;
		seconds<=seconds;
		minutes<=minutes;
	end
	endcase
end
endmodule
==> flow/run.sh <==
#!/bin/bash
# OpenROAD 26Q1-2900-gdf79404cd8, Yosys 0.63+post, stock flow scripts
make -C /OpenROAD-flow-scripts/flow DESIGN_CONFIG=/design/flow/config.mk WORK_HOME=/design/flow/orfs finish
==> flow/config.mk <==
export PLATFORM = sky130hd
export DESIGN_NAME = watch_timer
export DESIGN_NICKNAME = watch_timer
export VERILOG_FILES = /design/flow/design.v
export SDC_FILE = /design/flow/constraint.sdc
export NUM_CORES = 4
export LEC_CHECK = 1
export CORE_UTILIZATION = 40
==> flow/constraint.sdc <==
current_design watch_timer

set clk_period 5.2
set clk_io_pct 0.2

create_clock -name clk0 -period $clk_period [get_ports {clk}]

set non_clock_inputs [all_inputs -no_clocks]
set_input_delay [expr $clk_period * $clk_io_pct] -clock clk0 $non_clock_inputs
set_output_delay [expr $clk_period * $clk_io_pct] -clock clk0 [all_outputs]
==> results.py <==
# Synthesis and PnR figures
metrics = {
    "placement": {
        "portBuffers": 19,
        "dp_hpwl_um": 10700,
        "place.gp.congestion": 0.873,
    },
    "critical_path": {
        "arrival_ps": 3780,
        "end_kind": "flip-flop",
        "reg2reg_slack_ps": 1750,
        "required_ps": 5530,
        "start_kind": "flip-flop",
        "critical_path.max_fanout": 17,
        "path_class": "reg2reg",
    },
    "power": {
        "power_uw": 4990,
        "leakagePower_uw": 0.00330,
        "peakVddDrop_mv": 0.274,
        "p_per_area_nw_per_um2": 582,
    },
    "cts": {
        "cts_max_level": 4,
        "numCtsBuffers": 17,
        "clkTransAtPathRegs_ps": 50,
        "clock_latency_ps": 410,
        "holdBufCountCts": 0,
        "root_buffer": "clkbuf_16",
        "cts_setup_buffers": 0,
        "cts_tree": "built",
        "clk_path_buf_depth": 2,
        "cts-resized-gates": 0,
    },
    "final_timing": {
        "rsz0062_at_grt": "false",
        "tns_ps": 0,
        "drv_slew": 0,
        "period_minus_slack_ps": 3450,
        "finClkSkew_ps": 8.99,
        "hold_viol_final": 0,
        "max_freq_mhz": 289,
        "unclocked_regs": 7,
        "untimed_endpoints": 14,
        "slew_headroom_pct": 44.4,
        "fin_crit_sh_pct": 66.4,
        "worst_pin_slew_ps": 829,
        "finalSetupViolCount": 0,
    },
    "yosys": {
        "yosysCellCount": 851,
        "numSynthFlops": 125,
        "synth_cells": 851,
        "edf_count": 53,
        "yosysWarningCount": 3,
        "yosys.cell_types.count": 79,
        "flop_cell": "edfxtp_1",
        "async_reset_ff_share_pct": 26.4,
        "syn_area_per_cell_um2": 8.98,
        "synth_area_um2": 7640,
        "yosys_area_um2": 7640,
    },
    "floorplanning": {
        "die_h_um": 140,
        "fp_util_pct": 40.8,
        "core_um2": 18700,
        "io_pins": 20,
        "fp.dieArea_um2": 19700,
        "rows": 50,
        "die_x_um": 140,
    },
    "detailed_routing": {
        "insertedDiodeCount": 0,
        "drt_first_pass_iters": 5,
        "drc_errors": 0,
        "drt-total-wl_um": 15600,
        "antenna_left": 0,
        "drt-initial-drc-count": 278,
        "vias": 6039,
        "wl_per_cell_um": 14.1,
        "viasPerCell": 5.48,
    },
    "global_route": {
        "grt_first_pass_wirelength_um": 26800,
        "grt_usage_pct": 16.9,
        "antenna_found_initial": 0,
        "grt_max_degree": 38,
        "grt_pass1_vias": 5494,
        "grt_overflow": 0,
    },
    "final_layout": {
        "fillers": 1777,
        "comb_area_um2": 4200,
        "register_area_um2": 3160,
        "syn_to_final_growth_pct": 12.1,
        "drive_gt1_share_pct": 6.22,
    },
    "job": {
        "openroad.warnings": 46,
        "drv_cap": 0,
    },
    "run_status": {
        "status": "completed",
    },
    "hold_path": {
        "hold_class": "reg2reg",
    },
}
-- Yosys cell counts, drive strengths merged, types with 5 or more instances --
cell type / count / area, um^2
o2bb2ai: 5 / 43.8
dfrtp: 33 / 826
nand2: 71 / 267
nor2b: 15 / 93.8
o22ai: 9 / 56.3
and2: 11 / 68.8
a21o: 5 / 37.5
a21oi: 34 / 170
or3: 8 / 50.1
xor2: 41 / 359
and4: 10 / 87.6
nor4: 15 / 109
mux2i: 5 / 50.1
a31oi: 8 / 50.1
o21ai: 41 / 205
dfxtp: 32 / 641
clkbuf: 38 / 143
xnor2: 42 / 368
a211oi: 7 / 52.6
dlxtn: 7 / 105
nor2: 94 / 353
and3: 19 / 119
nor3: 21 / 105
edfxtp: 53 / 1590
or2: 7 / 43.8
nand3: 47 / 235
inv: 35 / 131
ha: 33 / 413
nand4: 17 / 106
nor4b: 5 / 50.0
a221oi: 5 / 43.8
nand2b: 10 / 62.6
-- logic make-up (layout without fill, tap and decap cells) --
logic type,after synthesis,after routing,synth area share (%)
adders and majority gates,35,35,5.67
and+or+nand+nor,368,368,24.9
buffers and inverters,76,93,3.77
DFF,118,118,40.0
xor gates and xnor gates,83,83,9.51
latches,7,7,1.38
muxes,7,7,1.10
AOI/OAI and AO/OA,157,157,13.6
-- layout make-up --
class	count	share of cell area, %
timing repair buffer	25	2.75
multi-input combinational	650	49.0
tap	234	3.42
clock buffer	21	5.55
sequential	125	36.9
clock inverter	11	0.818
inverter	36	1.58
-- stage by stage --
step / setup WS [ps] / instance area (um^2) / hold slack [ps] / instances / utilization (%)
after floorplan: 2070 / 7640 / 432 / 851 / -
after CTS: 1790 / 8570 / 477 / 1102 / 45.8
after detailed placement: 1620 / 8020 / 460 / 1070 / 42.9
after global routing: 1510 / 8570 / 485 / 1102 / 45.8
after global placement: 1630 / 8020 / 455 / 1070 / 42.9
final: 1750 / 8570 / 471 / 1102 / 45.8
-- metal layers --
layer | part of all wire, % | routed length [um] | GRT usage [%] | up-vias
met3 | 3.9 | 605 | 2.72 | 20
met4 | 1.7 | 261 | 2.89 | 0
met2 | 43 | 6630 | 24.9 | 139
met5 | 0 | 0 | 0 | -
met1 | 52 | 8060 | 27.7 | 2793
li1 | - | - | - | 3087
-- path summary, 6_finish.rpt --
| check | startpoint | end | depth (start not counted) |
|---|---|---|---|
| max | minutes[3] | digits_1.hundreds[3] | 11 |
| min | count[31] | count[31] | 1 |
| max reg2reg | minutes[3] | digits_1.hundreds[3] | 11 |
| min reg2reg | count[31] | count[31] | 1 |
| max in group asynchronous | reset | digits_1.hundreds[0] | 3 |
| min in group asynchronous | reset | seven_seg_1.digit_timer[4] | 3 |
-- layout by cell type (no fill, tap or decap), types with 32 or more instances in the layout --
cell      Yosys  routed
inv_1        34      34
dfxtp_1      32      32
dfrtp_1      33      33
a21oi_1      34      34
xor2_1       41      41
xnor2_1      42      42
nand3_1      47      47
edfxtp_1     53      53
nand2_1      71      71
o21ai_0      40      40
nor2_1       94      94
ha_1         33      33
-- registers in the layout, indices dropped and copies added, names as in the netlist, 3 cells and up --
| name | count |
|---|---|
| seven_seg_1.digit_timer | 17 |
| scount | 32 |
| digits_1.ones | 4 |
| count | 32 |
| seconds | 6 |
| seven_seg_1.seg | 7 |
| digits_1.tens | 3 |
| minutes | 6 |
| digits_1.thousands | 3 |
| digits_1.hundreds | 4 |
-- critical path, stage by stage, from the launching register on --
cell	delay, ps
edfxtp_1	620
or2_2	430
ha_1	340
nand3b_1	170
a32oi_1	180
o32a_1	300
inv_1	140
xnor2_1	150
ha_1	240
or4_1	500
and4_1	180
mux2i_1	120
-- power breakdown --
group | switching, uW | internal (uW) | leakage [uW]
logic | 1140 | 907 | 0.00172
registers | 461 | 1410 | 0.00130
clock network | 415 | 653 | 0.000280
Power is estimated from default activity; no workload was simulated.
